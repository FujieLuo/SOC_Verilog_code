**design/flow/config.mk**
```make
export PLATFORM = sky130hd
export DESIGN_NAME = lianxi05
export DESIGN_NICKNAME = lianxi05
export VERILOG_FILES = /design/flow/design.v
export SDC_FILE = /design/flow/constraint.sdc
export NUM_CORES = 4
export LEC_CHECK = 1
export CORE_AREA = 10 10 70 70
export DIE_AREA = 0 0 80 80
```
**design/flow/constraint.sdc**
```tcl
current_design lianxi05

set clk_period 1.7
set clk_io_pct 0.2

create_clock -name clk0 -period $clk_period [get_ports {clk}]

set non_clock_inputs [all_inputs -no_clocks]
set_input_delay [expr $clk_period * $clk_io_pct] -clock clk0 $non_clock_inputs
set_output_delay [expr $clk_period * $clk_io_pct] -clock clk0 [all_outputs]
```
**design/flow/design.v**
```verilog
module lianxi05(clk,reset,dout);
input clk,reset;
output dout;
reg	dout;
reg[4:0] count1;
always@(posedge clk or negedge reset)begin
if(reset == 1'b0)begin
	dout<=1'b0;
	count1 <= 5'd0;
end
else begin
if(count1 == 5'd0)begin
	dout <= ~dout;
	count1 <= count1 + 1'b1;
end
else if(count1 == 5'd5) begin
	dout <= ~dout;
	count1 <= count1 + 1'b1;
	end
else if(count1 == 5'd16)begin
	dout <= dout;
	count1 <= 5'd0;
	end
else begin
	count1 <= count1 +1;
end
end
end
endmodule
```
**design/flow/run.sh**
```bash
#!/bin/bash
# OpenROAD 26Q1-2900-gdf79404cd8, Yosys 0.63+post, stock flow scripts
make -C /OpenROAD-flow-scripts/flow DESIGN_CONFIG=/design/flow/config.mk WORK_HOME=/design/flow/orfs finish
```
==> deck_impl_summary.md <==
Key Metrics from the Run

Clock tree
  • Clk sinks: 6
  • Post-CTS Resized: 0
  • Bufs on Longest Clock Path: 2
  • Cts-stage hold buffer count: 0
  • CTS Buf Count: 3
  • Worst-Skew Late Latency: 0.24 ns
  • H-tree levels: 1
  • TritonCTS clock tree: yes
  • Root Driver: clkbuf_4
  • Clock transition at path regs: 0.04 ns
  • Setup Buffers After CTS: 0

Critical path
  • Worst setup EP type: output port
  • Cell family with most CP delay: buffers and inverters
  • Critical path required time: 1.36 ns
  • Crit path buffers/inverters: 1
  • Critical-path cell list: clkdlybuf4s50_1
  • Slowest cell delay on critical path: 0.47 ns
  • Data arrival time of the worst path: 1.07 ns
  • Maximum fanout along the worst path: 2
  • Crit path launch type: flop
  • Critical-path top delay cell: clkdlybuf4s50_1
  • Kind of critical path: flop to output port

Synth
  • Register area share after synthesis: 0.486
  • Syn avg cell area: 11.4 sq um
  • Post-synth cell types: 15
  • Yosys Chip Area: 309 sq um
  • Synth warn: 1
  • Cells after Synth: 27
  • Synth flops: 6
  • Synthesized area: 309 sq um
  • # Cells Yosys: 27

Timing
  • Setup tns final: 0 ns
  • Crit share post-route: 0.827
  • Hold Vio Cnt, Final: 0
  • Actual slew at the worst max-slew pin: 0.281 ns
  • RSZ-0062 raised after global routing: false
  • Clock Skew: 0.00193 ns
  • Final Critical Period: 1.41 ns
  • Final worst setup slack: 0.294 ns
  • Slew HR: 0.812
  • Final setup violation count: 0
  • Highest achievable clock rate: 0.711 GHz
  • Max Slew Vio Count: 0

Run status
  • Run status: completed

Global route
  • Met2 Use GR: 0.0233
  • Grt ovf: 0
  • Initial antenna violation count: 0
  • Gr usage total: 0.0207
  • Met3 usage: 0.0239
  • Pin count of the biggest net entering global routing: 7
  • First-pass GRT wire length: 1010 um
  • GRT busiest layer: met1
  • Vias in the first global route: 224
  • Met1 usage: 0.0249

Power and ir drop
  • Sw frac: 0.187
  • Tot Pwr: 0.000277 W
  • Clock group share of total power: 0.465
  • Static Leakage: 0.174 nW
  • Switching pwr: 0.0000519 W
  • P_int: 0.000225 W
  • Combinational Power Share: 0.017
  • Power per Cell Area: 677 nW/um^2
  • Sequential power share: 0.518
  • Worst vdd ir: 0.175 mV

Cells and area
  • Layout Cells excl Fill: 78
  • Number of fill cells: 393
  • Layout cells sized above 1: 0.219
  • Synthesis-to-finish area growth: 32.4%

Routing
  • Vias/cell: 2.62
  • Drt wl/cell: 6.42 um
  • ANT nets after route: 0
  • DR iter-0 viols: 8
  • Drt pass-1 iters: 2
  • # diodes: 0
  • Routed vias: 204
  • Routed WL: 501 um
  • Residual DRC: 0

Floorplanning
  • Die Wd: 80 um
  • Floorplan utilization: 0.0905
  • FP Rows: 21
  • Die Ht: 80 um
  • Boundary pin count: 3
  • Core box area: 3420 sq um
  • Die Size: 6400 sq um

Run
  • Log Warnings: 27
  • Max cap viols: 0

Placement
  • Placed insts: 75
  • DP Worst Slack: 0.492 ns
  • Gp weighted congestion: 0.786
  • DP HPWL: 389 um
  • Port Buffers: 2

Min path
  • Hold WC Path Type: input port to asynchronous set/reset pin
-- state kept, by name, indices dropped and copies added (netlist names) --
| signal | flops |
|---|---|
| dout | 1 |
| count1 | 5 |
-- stage by stage --
stage | util | hold slack [ns] | cell area, sq um
3_3_place_gp | 0.113 | 0.459 | 387
3_5_place_dp | 0.113 | 0.468 | 387
6_report | 0.120 | 0.340 | 409
5_1_grt | 0.120 | 0.361 | 409
2_1_floorplan | - | 0.0444 | 309
4_1_cts | 0.120 | 0.344 | 409
-- power by group through the flow --
stage | Clock (W) | Sequential [W] | Combinational [W]
finish | 0.000129 | 0.000143 | 0.00000475
global route | 0.000148 | 0.000143 | 0.00000573
CTS | 0.000132 | 0.000143 | 0.00000490
-- synthesized netlist by cell type, drive strengths merged --
cell | count | area [sq um]
dfrtp | 6 | 150
inv | 4 | 15.0
ha | 3 | 37.5
a21oi | 2 | 10.0
nand3 | 2 | 10.0
a211oi | 1 | 12.5
and4 | 1 | 10.0
nand2 | 1 | 6.26
nand2b | 1 | 13.8
nand3b | 1 | 7.51
nor3 | 1 | 5.00
o21ai | 1 | 5.00
o31a | 1 | 8.76
xnor2 | 1 | 8.76
xor2 | 1 | 8.76
-- logic make-up after synthesis --
logic type	after synthesis	share of synthesized area
buf+inv	4	0.0486
flops	6	0.486
simple gates	7	0.170
xor+xnor	2	0.0567
compound gates	5	0.117
fa+ha+maj	3	0.121
-- layer usage --
| metal | vias up | share of wire |
|---|---|---|
| met5 | - | 0 |
| met3 | 0 | 0.17 |
| li1 | 103 | - |
| met4 | 0 | 0 |
| met2 | 7 | 0.28 |
| met1 | 94 | 0.55 |
-- layout by cell type (no fill, tap or decap), drive strengths merged --
cell type,Yosys,layout
and4,1,1
nor3,1,1
nand3b,1,1
xor2,1,1
o31a,1,1
a21oi,2,2
o21ai,1,1
xnor2,1,1
a211oi,1,1
nand2,1,1
inv,4,4
nand3,2,2
dfrtp,6,6
ha,3,3
clkdlybuf4s50,0,2
nand2b,1,1
clkbuf,0,3
-- area by class of cell --
type	count	area [sq um]	share of cell area
well taps	46	57.6	0.141
flip-flops and latches	6	150	0.367
clock buffers	3	22.5	0.0550
inverters	4	15.0	0.0367
repair buffers	2	20.0	0.0489
multi-input cells	17	144	0.352
-- path summary, 6_finish.rpt --
kind / startpoint / end / slack (ns) / depth (start not counted)
min in group clk0: dout / dout / 0.47 / 1
hold / removal: reset / dout / 0.34 / 1
hold reg to reg: dout / dout / 0.47 / 1
max in group asynchronous: reset / count1[3] / 1.14 / 1
setup / recovery: dout / dout / 0.29 / 1
setup reg to reg: count1[0] / dout / 0.49 / 5
Power is estimated from default activity; no workload was simulated.
