[./design.v]
module lianxi12(clk,reset,count,state);
input	clk	;
input	reset	;
output	[5:0]	count	;
output	[1:0]	state	;
reg	[5:0]	count	;
reg	[1:0]	state	;
parameter S0=0,S1_GREEN=1,S2_YELLOW=2,S3_RED=3;
always@(*)begin
	if     	(count<25) state = S1_GREEN;
	else if ((count>=25)&(count<=27))state =S2_YELLOW;
	else if ((count>=28)&(count<42))state=S3_RED;
end
always@(posedge clk or posedge reset)begin
	if(reset == 1'b1)begin
		count <= 0;
		state <= S0;
	end
	else begin 
		if(count==41)count <= 0;
		else count <= count + 1;
	end
end
endmodule
[./run.sh]
#!/bin/bash
# OpenROAD 26Q1-2900-gdf79404cd8, Yosys 0.63+post, stock flow scripts
make -C /OpenROAD-flow-scripts/flow DESIGN_CONFIG=/design/flow/config.mk WORK_HOME=/design/flow/orfs finish
[./config.mk]
export PLATFORM = sky130hd
export DESIGN_NAME = lianxi12
export DESIGN_NICKNAME = lianxi12
export VERILOG_FILES = /design/flow/design.v
export SDC_FILE = /design/flow/constraint.sdc
export NUM_CORES = 4
export LEC_CHECK = 1
export CORE_AREA = 10 10 70 70
export DIE_AREA = 0 0 80 80
[./constraint.sdc]
current_design lianxi12

set clk_period 2.1
set clk_io_pct 0.2

create_clock -name clk0 -period $clk_period [get_ports {clk}]

set non_clock_inputs [all_inputs -no_clocks]
set_input_delay [expr $clk_period * $clk_io_pct] -clock clk0 $non_clock_inputs
set_output_delay [expr $clk_period * $clk_io_pct] -clock clk0 [all_outputs]
==> out/metrics.cfg <==
[timing]
skew_ns = 0.003935
slew_violations = 0
fmax_mhz = 624.3
rsz0062_at_grt = no
post-route-period-util = 0.7628
setup_viol = 0
hold_viol_final = 0
setup_tns_ns = 0
fin_hold_ws_ns = 0.3936
post-route-min-period_ns = 1.602

[yosys]
ys_warn_count = 5
synth_top_area_share = 0.5063
synth_cells = 27
yosys_most_used_dff = dfrtp_1
synth_area_leader_cell = dfrtp_1
netlist_area_um2 = 296.5
numSynthFlops = 6
syn_area_per_cell_um2 = 10.98
synth-async-reset-ratio = 1.000
ys_seq_frac = 0.5063
top_cells_by_area = dfrtp_1, ha_1, xnor2_1, buf_4, nor2_1
synthDistinctLibCells = 14
yosys_area_um2 = 296.5
top_cells_by_count = dfrtp_1, nor2_1
ys_cells = 27
yosysMostFrequentCell = dfrtp_1
edf_count = 0

[pwr]
powerDensity_nw_per_um2 = 512.7
clkPwrFrac = 0.461
p_switching_mw = 0.04101
p_int_mw = 0.1822
comb_power_share = 0.019
leakage_nw = 0.1814
ir_drop_mv = 0.1252
p_seq_frac = 0.520
p_total_mw = 0.2233
p_sw_frac = 0.1837

[clock_network]
postCtsSetupRepairBufs = 0
hold_buffers = 0
cts.htree.levels = 1
cts_buffers = 3
cts_resized = 0
clk_latency_ns = 0.24
clock_sinks = 6
cts_buffer_depth = 2
clkTransAtPathRegs_ns = 0.04
cts_tree = yes
root_buffer = clkbuf_4

[die]
io_pins = 10
die_x_um = 80
die_h_um = 80
initial_core_util = 0.08681
dieArea_um2 = 6400
rows = 21
core_area_um2 = 3416

[grt]
grt_pass1_vias = 218
use_met3 = 0.007955
antenna_found_initial = 0
grt_usage = 0.01651
grt_max_degree = 7
grt_pass1_wl_um = 903
overflow = 0
top_usage_layer = met2
use_met1 = 0.02017
grt_util_met2 = 0.02568

[final_layout]
area_growth_pct = 46.84
regMostFlops = count
largest_register_ffs = 6
post-route-util = 0.1275
reg_top3 = count (6)
drive_gt1_frac = 0.1389

[detailed_routing]
detail-route-antenna-nets = 0
totalWireLength_um = 554
insertedDiodeCount = 0
drc = 0
wl_per_cell_um = 6.756
vias_per_cell = 2.524
first_pass_iters = 3
first_iter_violations = 8
vias = 207

[outcome]
status = finished clean

[critical_path]
slowest_delay_ns = 0.51
cp_cell_sequence = clkdlybuf4s50_1
cp-end-kind = output port
crit_family = buffers and inverters
r2r_cells = 4
path_buffers = 1
path_class = flip-flop to output port
cp.required_ns = 1.68
cpMaxStageDelayCell = clkdlybuf4s50_1
cp.arrival_ns = 1.18
cp.depth = 1
worstSetupStartpointType = flip-flop
cp_max_fo = 6

[job]
warnings = 26
maxCapViolCount = 0

[placement]
place.port_buffers = 7
routabilityCongestion = 0.8086

[min_path]
min_path_type = input pin to asynchronous set/reset pin

==> worst paths after layout <==
check / startpoint / to / slack, ns
max reg2reg: count[0]$_DFF_PP0_ / count[3]$_DFF_PP0_ / 0.90
min reg2reg: count[5]$_DFF_PP0_ / count[5]$_DFF_PP0_ / 0.52
min in group clk0: count[5]$_DFF_PP0_ / count[5]$_DFF_PP0_ / 0.52
min: reset / count[5]$_DFF_PP0_ / 0.39
max in group asynchronous: reset / count[3]$_DFF_PP0_ / 1.51
max: count[2]$_DFF_PP0_ / count[2] / 0.50
==> per-layer routing <==
metal / vias to the layer above / share of wire
met4: 0 / 0
met3: 0 / 0.078
li1: 105 / -
met2: 6 / 0.51
met1: 96 / 0.41
met5: - / 0
==> per-stage QoR <==
step	setup WS [ns]	instances	area, um^2
finish	0.4981	82	435.4
global route	0.4429	82	435.4
CTS	0.4764	82	435.4
detailed placement	0.7449	79	412.9
global placement	0.7453	79	412.9
floorplan	0.9918	28	300.3
==> area by class of cell <==
class	instances	area, um^2
fillers	390	2980
flip-flops and latches	6	150.1
multi-input cells	18	127.6
repair buffers	7	70.07
well taps	46	57.56
clock buffers	3	22.52
inverters	2	7.507
==> power groups by stage <==
stage / sequential, mW / combinational [mW] / clock [mW]
final: 0.116 / 0.00422 / 0.103
after CTS: 0.116 / 0.00463 / 0.108
after global routing: 0.116 / 0.00515 / 0.115
==> layout by cell type, fill, tap and decap left out, drive strengths merged <==
cell type      instances
clkdlybuf4s50          7
dfrtp                  6
nor2                   4
clkbuf                 3
inv                    2
nand3                  2
xnor2                  2
ha                     2
conb                   2
and4bb                 1
and2                   1
xor2                   1
and4                   1
a21oi                  1
a311oi                 1
==> cells by family after synthesis <==
family	synth area share
buffers and inverters	0.07594
adders and majority gates	0.08437
DFF	0.5063
AOI/OAI and AO/OA	0.04640
xor gates and xnor gates	0.08862
other	0.01265
and+or+nand+nor	0.1856
Power figures rest on the tool's default switching activity, not on a simulated workload.
