$ cat design.v
module lianxi04_3(
    input clk,
    input arst,
    output clk_div
    );   
parameter N = 3;
reg [2:0] cnt;
reg clk_a;
reg clk_b;
wire clk_c;
always@(posedge clk or negedge arst)
begin
    if(arst == 1'b0)
        cnt <= 0;
    else if(cnt == N-1)
        cnt <= 0;
    else
        cnt <= cnt + 1;    
end
always@(posedge clk or negedge arst)
begin
    if(arst == 1'b0)
        clk_a<= 0;
    else if(cnt == (N-1)/2 || cnt == N-1)
        clk_a<= ~clk_a;
    else
        clk_a<= clk_a;    
end
always@(negedge clk or negedge arst)
begin
    if(arst == 1'b0)
        clk_b <= 0;
    else 
        clk_b <= clk_a;
end
assign clk_c = clk_a | clk_b;
assign clk_div = N[0] ? clk_c : clk_a;
endmodule
$ cat constraint.sdc
current_design lianxi04_3

set clk_period 1.8
set clk_io_pct 0.2

create_clock -name clk0 -period $clk_period [get_ports {clk}]

set non_clock_inputs [all_inputs -no_clocks]
set_input_delay [expr $clk_period * $clk_io_pct] -clock clk0 $non_clock_inputs
set_output_delay [expr $clk_period * $clk_io_pct] -clock clk0 [all_outputs]
$ cat run.sh
#!/bin/bash
# OpenROAD 26Q1-2900-gdf79404cd8, Yosys 0.63+post, stock flow scripts
make -C /OpenROAD-flow-scripts/flow DESIGN_CONFIG=/design/flow/config.mk WORK_HOME=/design/flow/orfs finish
$ cat config.mk
export PLATFORM = sky130hd
export DESIGN_NAME = lianxi04_3
export DESIGN_NICKNAME = lianxi04_3
export VERILOG_FILES = /design/flow/design.v
export SDC_FILE = /design/flow/constraint.sdc
export NUM_CORES = 4
export LEC_CHECK = 1
export CORE_AREA = 10 10 70 70
export DIE_AREA = 0 0 80 80
==> results.sh <==
# flow metrics
export IMPL_status="finished, violations left"
export IMPL_violations="negative setup slack"
export IMPL_fill_cells=404
export IMPL_area_growth_pct=61.3
export IMPL_drt_total_wl_um=342
export IMPL_grt_max_degree=6
export IMPL_reg2reg_depth=0
export IMPL_r2r_start="clk_a"
export IMPL_r2r_end="clk_b"
export IMPL_common_cells="dfrtp_1 (4), inv_1 (2), nand2_1 (2), xnor2_1 (2)"
export IMPL_stdcell_count=69
export IMPL_synthFlopType="dfrtp_1"
export IMPL_warnings=27
export IMPL_drive_gt1_share_pct=26.1
export IMPL_comb_area_um2=57.6
export IMPL_end_kind="output pin"
export IMPL_final_max_slew_viol_count=0
export IMPL_core_area_um2=3420
export IMPL_yosys_warnings=1
export IMPL_ys_area_um2=188
export IMPL_grt_setup_unrepaired="yes"
export IMPL_critPathRequiredTime_ps=1440
export IMPL_post_synth_top_count_cell="dfrtp_1"
export IMPL_largest_area_cell="dfrtp_1"
export IMPL_grt_overflow=0
export IMPL_cts_tree="done"
export IMPL_worst_path_max_fanout=1
export IMPL_tightest_slew_ps=169
export IMPL_drv_cap=0
export IMPL_hold_viol=0
export IMPL_power_density_nw_per_um2=814
export IMPL_die_area_um2=6400
export IMPL_met2_length_um=133
export IMPL_cts_hold_fix_buffers=0
export IMPL_worstSetupStartpointType="flop"
export IMPL_crit_arrival_ps=1800
export IMPL_setup_viol=1
export IMPL_netlist_area_um2=188
export IMPL_finClkSkew_ps=12.4
export IMPL_ant_nets=0
export IMPL_first_global_vias=160
export IMPL_numClockSinks=5
export IMPL_critPathKind="flop to output pin"
export IMPL_seq_area_um2=125
export IMPL_setup_slack_ps=-363
export IMPL_cts_made_buffers=3
export IMPL_startpoint="clk_b"
export IMPL_die_w_um=80
export IMPL_wl_met3_um=54
export IMPL_antenna_found_initial=0
export IMPL_yosysCellCount=16
export IMPL_root_buffer="clkbuf_4"
export IMPL_dp_cells=65
export IMPL_ir_drop_v=0.000170
export IMPL_crit_slowest_cell="dfrtn_1"
export IMPL_wl_met1_um=155
export IMPL_grt_use_total_pct=1.39
export IMPL_topCellsByArea="dfrtp_1 (53%), dfrtn_1 (13%), xnor2_1 (9.3%), xor2_1 (4.7%), inv_1 (4.0%)"
export IMPL_clk_path_buf_depth=2
export IMPL_drt_wirelength_per_cell_um=4.96
export IMPL_numPortBuffers=2
export IMPL_synth_area_per_cell_um2=11.7
export IMPL_yosysUniqueCellTypes=10
export IMPL_rows=21
export IMPL_numSynthFlops=5
export IMPL_grt_pass1_wl_um=662
export IMPL_num_vias=129
export IMPL_dr_pass1_iters=2
export IMPL_hold_class="input port to asynchronous set/reset pin"
export IMPL_rrSetupSlack_ps=350
export IMPL_max_stage_delay_ps=320
export IMPL_leakage_uw=0.000118
export IMPL_post_cts_buffers=0
export IMPL_io_pins=3
export IMPL_slew_headroom_pct=88.6
export IMPL_viasPerCell=1.87
export IMPL_drc=0
export IMPL_top_layer_used="met3"
export IMPL_diodes=0
export IMPL_hpwlAfterDp_um=250
export IMPL_die_h_um=80
export IMPL_crit_path_cell_trace="or2_4, buf_6"
export IMPL_drtIter0Drc=3
export IMPL_critPathCapture="clk_div"
export IMPL_gp_congestion=0.692
export IMPL_cts_resized=4
export IMPL_htree_levels=1
export IMPL_syn_instance_count=16
export IMPL_synth_seq_share_pct=66.7
export IMPL_edf_count=0
export IMPL_synth_top_area_share_pct=53.3
export IMPL_clock_latency_ps=250
export IMPL_setup_tns_ps=-363
export IMPL_synth_async_reset_ratio_pct=100
export IMPL_core_util_floorplan_pct=5.49
export IMPL_clk_pin_slew_ps=40
==> worst min path at each step <==
stage         endpoint  slack, ps  cells after the start
finish           clk_a        430                      2
global route    cnt[1]        450                      2
CTS              clk_a        430                      2
==> sequential cells by signal, indices dropped and copies added, names as in the netlist <==
register	flops
clk_a	1
clk_b	1
cnt	3
==> worst max-delay path, delay by kind of cell (launching register included) <==
family,cells,cell delay (ps)
flip-flops,1,320
AND/OR/NAND/NOR,1,220
buffers and inverters,1,100
==> metal layers <==
layer | global-route usage, % | up-vias
met5 | 0 | -
met4 | 0.176 | 0
met3 | 1.70 | 0
met2 | 1.85 | 6
met1 | 1.41 | 60
li1 | - | 63
==> cells by family (layout without fill, tap and decap cells) <==
logic type / count (synthesis) / after routing / synth area share, %
xor gates and xnor gates: 3 / 3 / 14.0
and+or+nand+nor: 4 / 4 / 10.0
AOI/OAI and AO/OA: 2 / 2 / 5.33
DFF: 5 / 5 / 66.7
buffers and inverters: 2 / 9 / 4.00
==> layout make-up <==
type | count | area share, %
Clock buffer | 4 | 8.68
Inverter | 2 | 2.48
Multi-Input combinational cell | 9 | 19.0
Sequential cell | 5 | 41.3
Tap cell | 46 | 19.0
Timing Repair Buffer | 3 | 9.50
==> power by group <==
group	leakage, µW	total [µW]	internal, µW	switching, µW
sequential	0.0000658	113	113	0
clock	0.0000150	128	83.7	44.0
combinational	0.0000370	5.72	3.32	2.40
==> through the flow <==
step	hold slack (ps)	utilization (%)	cell area [µm²]	worst slack, ps	power (µW)
detailed placement	480	7.99	273	-438	120
finish	435	8.86	303	-363	246
global route	450	8.86	303	-387	266
CTS	432	8.68	297	-369	252
floorplan	64.4	-	188	5.14	115
global placement	470	7.99	273	-435	120
==> placed cells by master (no fill, tap or decap), types with 2 or more instances in the layout <==
| cell | count |
|---|---|
| nand2_1 | 2 |
| dfrtp_1 | 4 |
| xnor2_1 | 2 |
| inv_1 | 2 |
| clkbuf_4 | 3 |
Power is estimated from default activity; no workload was simulated.
